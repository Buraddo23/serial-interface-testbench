$ cat config.mk
export PLATFORM = sky130hd
export DESIGN_NAME = sif
export DESIGN_NICKNAME = sif
export VERILOG_FILES = /design/flow/design.v
export SDC_FILE = /design/flow/constraint.sdc
export NUM_CORES = 4
export LEC_CHECK = 1
export CORE_UTILIZATION = 30
$ cat constraint.sdc
current_design sif

set clk_period 1.1
set clk_io_pct 0.2

create_clock -name clk0 -period $clk_period [get_ports {clk}]

set non_clock_inputs [all_inputs -no_clocks]
set_input_delay [expr $clk_period * $clk_io_pct] -clock clk0 $non_clock_inputs
set_output_delay [expr $clk_period * $clk_io_pct] -clock clk0 [all_outputs]
$ cat design.v
`timescale 1ps / 1ps
module sif (
   rst_b, clk,
   xa_wr_s, xa_rd_s, xa_addr, xa_data_wr, xa_data_rd, 
   wa_wr_s, wa_addr, wa_data_wr
);
input rst_b, clk, xa_wr_s, xa_rd_s;
input [15:0] xa_addr, xa_data_wr;
output wa_wr_s;
output [15:0] xa_data_rd, wa_addr, wa_data_wr;
wire rst_b, clk, xa_wr_s, xa_rd_s, wa_wr_s;
wire [15:0] xa_addr, xa_data_wr, xa_data_rd, wa_addr, wa_data_wr;
wire bit8_xor_4, bit7_xor_5;
wire [15:0] data_rd_mint;
assign data_rd_mint = xa_rd_s ? { xa_addr[15:9], bit8_xor_4, bit7_xor_5,  xa_addr[6:0] } : 0;
assign bit8_xor_4 =  xa_addr[8] ^ xa_addr[4];
assign bit7_xor_5 =  xa_addr[7] ^ xa_addr[5];
dff16_en dff1 (.rst_b(rst_b), .clk(clk), .en(1'b1), .d(data_rd_mint), .q(xa_data_rd) );
dff_en   dff2 (.rst_b(rst_b), .clk(clk), .en(1'b1),    .d(xa_wr_s),      .q(wa_wr_s) );
dff16_en dff3 (.rst_b(rst_b), .clk(clk), .en(xa_wr_s), .d(xa_data_wr),   .q(wa_data_wr) );
dff16_en dff4 (.rst_b(rst_b), .clk(clk), .en(xa_wr_s), .d(xa_addr),      .q(wa_addr) );
endmodule
module dff_en  (clk, d, rst_b, en, q);
input  clk, d, rst_b, en;
output q;
reg    q;
always @(posedge clk or negedge rst_b)
   if (!rst_b)  q <= 1'b0;
   else if (en) q <= d;
endmodule
module dff16_en  (clk, d, rst_b, en, q);
input  clk, rst_b, en;
input  [15:0] d;
output [15:0] q;
reg    [15:0] q;
always @(posedge clk or negedge rst_b)
   if (!rst_b)  q <= 16'b0;
   else if (en) q <= d;
endmodule
$ cat run.sh
#!/bin/bash
# OpenROAD 26Q1-2900-gdf79404cd8, Yosys 0.63+post, stock flow scripts
make -C /OpenROAD-flow-scripts/flow DESIGN_CONFIG=/design/flow/config.mk WORK_HOME=/design/flow/orfs finish
==> impl_metrics.json <==
{
  "synth_cell_types": 8,
  "wl_um": 3920,
  "yosysMostFrequentCell": "dfrtp_1",
  "antenna_left": 0,
  "avgSynthCellArea_um2": 18.2,
  "die_x_um": 81.4,
  "grt_pass1_vias": 1230,
  "cts_max_path_buffers": 2,
  "placedCellCount": 263,
  "crit_path_start_kind": "flop",
  "period_needed_ps": 1060,
  "routedWlPerCell_um": 13.4,
  "worst-endpoint-arrival_ps": 840,
  "pin_count": 85,
  "synth_top_area_share_pct": 64.8,
  "status": "complete, but fails checks",
  "syn_to_final_growth_pct": 50.7,
  "ys_async_sr_fraction_pct": 100,
  "tool_warnings": 28,
  "die_y_um": 81.4,
  "endpoint_kind": "output pin",
  "clock-root-buffer": "clkbuf_8",
  "ys.flop_type": "dfrtp_1",
  "cts.sinks": 49,
  "grtUsageTotal_pct": 12.3,
  "synth-seq-cells": 49,
  "path_max_fanout": 1,
  "path_cells": "clkdlybuf4s15_1",
  "vias": 1201,
  "area_leaders": "dfrtp_1, mux2_4, and2_1",
  "via_per_inst": 4.11,
  "post-route-util_pct": 47.6,
  "grt_start_max_net_pins": 50,
  "drt-initial-drc-count": 30,
  "gp_congestion": 0.704,
  "drc_errors": 0,
  "edf_count": 0,
  "finalCritPeriodShare_pct": 96.2,
  "max_cap_violations": 0,
  "synth_seq_share_pct": 64.8,
  "total_power_mw": 3.73,
  "cp_top_family": "flip-flops",
  "clock_latency_ps": 290,
  "io_buffers": 84,
  "h-tree-depth": 2,
  "report.final.slew_viol_count": 0,
  "firstDrtPassIters": 3,
  "cp.required_ps": 880,
  "die_area_um2": 6630,
  "rsz0062_at_grt": "false",
  "criticalPathCategory": "flop to output pin",
  "finalNonFillerCells": 292,
  "synth_cells": 104,
  "drive_gt1_share_pct": 48.4,
  "fin_ws_ps": 41.5,
  "power.leakage_nw": 1.42,
  "fmax_mhz": 945,
  "dpl_cell_area_um2": 2800,
  "path_clk_slew_ps": 90,
  "rows": 28,
  "clock_skew_ps": 0,
  "design_area_um2": 2850,
  "grt_pass1_wl_um": 6060,
  "common_cells": "dfrtp_1, mux2_4, and2_1, buf_12",
  "grt-ovfl-total": 0,
  "ys_cells": 104,
  "final-setup-viol-count": 0,
  "maxSlewHeadroom_pct": 82.9,
  "cp_slowest_cell": "dfrtp_1",
  "yosys_area_um2": 1890,
  "violations": "negative hold slack",
  "initCoreUtil_pct": 31.6,
  "synthesis.area_um2": 1890,
  "tightestPinTransition_ps": 257,
  "core_area_um2": 5990,
  "timing.critical_path.buf_inv": 1,
  "hold_path_class": "primary input to async pin",
  "yosysWarnings": 2,
  "antenna_found_initial": 0,
  "hold_viol_final": 49,
  "cts_made_buffers": 5,
  "cpPeakStageDelay_ps": 380,
  "place_ws_ps": -19.8,
  "largest_area_cell": "dfrtp_1",
  "p_per_area_nw_per_um2": 1310,
  "hpwl_um": 2690,
  "antennaDiodeCount": 0,
  "ir_drop_uv": 603,
  "cts_tree": "built",
  "whs_ps": -106
}
## through the flow
| step | hold WS [ps] | setup TNS [ps] |
|---|---|---|
| after detailed placement | 224 | -22.1 |
| final | -106 | 0 |
| after CTS | -97.3 | -3.33 |
| after floorplan | -75.6 | 0 |
| after global placement | 223 | 0 |
| after global routing | -91.9 | 0 |
## area by class of cell
type | count | area, um^2
repair buffers | 110 | 856
well taps | 75 | 93.8
multi-input cells | 50 | 591
flip-flops and latches | 49 | 1230
fillers | 509 | 3140
clock buffers | 7 | 76.3
clock inverters | 1 | 7.51
## worst paths after layout
check                           slack, ps  startpoint  cells past startpoint       endpoint
worst min-delay path                 -110       rst_b                      2     dff1.q[11]
min in group clk0                     260     xa_wr_s                      2     dff3.q[15]
max in group asynchronous             980       rst_b                      2      dff1.q[3]
worst max-delay path                   40   dff1.q[0]                      1  xa_data_rd[0]
worst max register to register        110  dff3.q[12]                      3     dff3.q[12]
worst min register to register        520   dff3.q[1]                      1      dff3.q[1]
## registers in the layout, summed over array words and instances (netlist names)
| name | flops |
|---|---|
| dff4.q | 16 |
| dff2.q | 1 |
| dff3.q | 16 |
| dff1.q | 16 |
## layout by cell type, fill, tap and decap left out, drive strengths merged
cell type	instances
clkinvlp	1
clkdlybuf4s15	10
clkbuf	44
clkdlybuf4s50	33
buf	30
xor2	2
and2	16
mux2	32
dfrtp	49
## timing repair
action | in CTS | in global routing
buffers inserted | 16 | 5
endpoints found under the setup margin | 49 | 37
resized | 100 | 37
endpoints found under the hold margin | 49 | 49
## layer usage
layer,global-route usage (%),share of wire [%],up-vias
li1,-,-,568
met1,20.6,50,578
met2,17.3,41,50
met3,2.59,7.6,5
met4,1.61,1.6,0
met5,0,0,-
## power by group
part,switching (mW),internal (mW)
clock network,0.561,0.451
logic,0.185,0.507
registers,0.0715,1.95
total,0.818,2.91
## worst reg2reg max path, cell delays in order, from the launching register on
cell	delay, ps
dfrtp_1	380
buf_4	130
buf_4	110
mux2_4	260
## cells by family after synthesis
logic type / share of synthesized area, %
flip-flops: 64.8
AND/OR/NAND/NOR: 5.29
multiplexers: 25.0
buffers and inverters: 3.97
XOR/XNOR: 0.926
Power and IR drop assume default switching activity.
